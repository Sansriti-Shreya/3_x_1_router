**./run.sh**
```bash
#!/bin/bash
# OpenROAD 26Q1-2900-gdf79404cd8, Yosys 0.63+post, stock flow scripts
make -C /OpenROAD-flow-scripts/flow DESIGN_CONFIG=/design/flow/config.mk WORK_HOME=/design/flow/orfs finish
```
**./config.mk**
```make
export PLATFORM = sky130hd
export DESIGN_NAME = router_top
export DESIGN_NICKNAME = router_top
export VERILOG_FILES = /design/flow/design.v
export SDC_FILE = /design/flow/constraint.sdc
export NUM_CORES = 4
export LEC_CHECK = 1
export CORE_UTILIZATION = 30
```
**./constraint.sdc**
```tcl
current_design router_top

set clk_period 2.3
set clk_io_pct 0.2

create_clock -name clk0 -period $clk_period [get_ports {clock}]

set non_clock_inputs [all_inputs -no_clocks]
set_input_delay [expr $clk_period * $clk_io_pct] -clock clk0 $non_clock_inputs
set_output_delay [expr $clk_period * $clk_io_pct] -clock clk0 [all_outputs]
```
**./design.v**
```verilog
module router_fifo(clock,resetn,soft_reset,write_enb,read_enb,lfd_state,data_in,data_out,empty,full);
parameter FIFO_WIDTH = 9,
          FIFO_DEPHT = 16,
		  ADDR_SIZE = 4;
input clock,resetn,soft_reset,write_enb,read_enb,lfd_state;
input [FIFO_WIDTH-2:0]data_in;
output reg [FIFO_WIDTH-2:0]data_out;
output  empty,full;
reg [FIFO_WIDTH-1:0]mem[FIFO_DEPHT-1:0];
reg [ADDR_SIZE-1:0]wr_ptr,rd_ptr;
reg [ADDR_SIZE:0]fifo_count;
reg [6:0]counter;
reg temp;
integer i;
always @(posedge clock)
  begin
   temp <= (!resetn||soft_reset) ? 1'b0 : lfd_state;
    if(!resetn)
	 begin
	  for(i=0;i<FIFO_DEPHT;i=i+1)
	   mem[i] <= 9'd0;
	   {rd_ptr, wr_ptr} <= 8'd0;
       data_out <= 8'd0;
     end
	else if (soft_reset)
	 begin
	  for(i=0;i<FIFO_DEPHT;i=i+1)
	   mem[i] <= 9'd0;
	   {rd_ptr, wr_ptr} <= 8'd0;
       data_out <= 8'dz;
     end
    else
     begin
       if(write_enb && !full)
	    begin
		  mem[wr_ptr] <= {temp,data_in};
		  wr_ptr <= wr_ptr + 1'b1;
	    end
	   if(read_enb && !empty) 
		  begin
		  data_out <= mem[rd_ptr];
		  rd_ptr <= rd_ptr +1'b1;
		  end
     end
end
always @(posedge clock)
  begin
   if(!resetn)
	 counter <= 7'd0;
	else if(soft_reset)
	 counter <= 7'd0;
	else
	 begin
   if(temp)
    counter <= data_in[7:2] + 2'b10;
   else if(counter == 7'd0)
	  data_out <= 8'dz; 
   else if(read_enb && !empty)
	  counter <= counter - 1'b1;
   else 
	  counter <= counter;
    end
	end
always@ (posedge clock)
 begin
  if(!resetn||soft_reset)
   fifo_count <= 0;
    else 
	begin
	 case ({write_enb,read_enb})
	  2'b00 : fifo_count <= fifo_count;
	  2'b01 : fifo_count <= (fifo_count==0) ? 0 : fifo_count-1;
	  2'b10 : fifo_count <= (fifo_count==16) ? 16 : fifo_count +1;
	  2'b11 : fifo_count <= fifo_count;
	  default : fifo_count <= fifo_count;
	  endcase
	  end
	  end
assign empty =(fifo_count==0);
assign full =(fifo_count==16);
endmodule 
module router_fsm(input clock,resetn,pkt_valid,low_pkt_valid,parity_done,soft_reset_0,soft_reset_1,soft_reset_2,fifo_full,
                  fifo_empty_0,fifo_empty_1,fifo_empty_2,input [1:0]data_in,output detect_add,ld_state,laf_state,full_state,
				  write_enb_reg,rst_int_reg,lfd_state,busy);
reg [2:0] ps,ns;
reg [1:0]addr;
parameter DECODE_ADDRESS     = 3'b000,
          LOAD_FIRST_DATA    = 3'b001,
          LOAD_DATA          = 3'b010,
          LOAD_PARITY        = 3'b011,
          CHECK_PARITY_ERROR = 3'b100,
          FIFO_FULL_STATE    = 3'b101,
          LOAD_AFTER_FULL    = 3'b110,
          WAIT_TILL_EMPTY    = 3'b111;
always @(posedge clock)
  begin
    if(!resetn||soft_reset_0||soft_reset_1||soft_reset_2)
	  ps <= DECODE_ADDRESS;
	else
	  ps <= ns;
  end		  
always @(*)
  begin
     case (ps)
	  DECODE_ADDRESS  :  if((pkt_valid && (data_in[1:0] == 0) && fifo_empty_0)|| 
	                       (pkt_valid && (data_in[1:0] == 1) && fifo_empty_1) || 
						   (pkt_valid && (data_in[1:0] == 2) && fifo_empty_2))
					     ns = LOAD_FIRST_DATA;
					     else if((pkt_valid && (data_in[1:0] == 0) && !fifo_empty_0)|| 
	                       (pkt_valid && (data_in[1:0] == 1) && !fifo_empty_1) || 
						   (pkt_valid && (data_in[1:0] == 2) && !fifo_empty_2))
					     ns = WAIT_TILL_EMPTY;
					     else
					     ns = DECODE_ADDRESS;
	  LOAD_FIRST_DATA :  ns = LOAD_DATA;
	  LOAD_DATA       :  if (!fifo_full && !pkt_valid)
	                     ns = LOAD_PARITY;
						 else if (fifo_full)
						 ns = FIFO_FULL_STATE;
						 else
						 ns = LOAD_DATA;
	  LOAD_PARITY     :  ns = CHECK_PARITY_ERROR;
   CHECK_PARITY_ERROR :  if (!fifo_full)
	                     ns = DECODE_ADDRESS;
						 else
						 ns = FIFO_FULL_STATE;
	  FIFO_FULL_STATE :  if (!fifo_full)
	                     ns = LOAD_AFTER_FULL;
						 else
						 ns = FIFO_FULL_STATE;
	  LOAD_AFTER_FULL :  if (!parity_done && low_pkt_valid)
						 ns = LOAD_PARITY;
						 else if (!parity_done && !low_pkt_valid)
						 ns = LOAD_DATA;
						 else
						 ns = DECODE_ADDRESS;
	  WAIT_TILL_EMPTY :  if ((fifo_empty_0 && (addr == 2'b00)) || (fifo_empty_1 && (addr == 2'b01)) || (fifo_empty_2 &&(addr == 2'b10)))
	                     ns = LOAD_FIRST_DATA;
						 else
						 ns = WAIT_TILL_EMPTY;
	   default        :  ns = DECODE_ADDRESS;
	endcase
  end
always @(posedge clock)
  begin
    if(ps == DECODE_ADDRESS)
	 addr <= data_in;
	else
	 addr <= addr;
	end
assign busy = ((ps == LOAD_FIRST_DATA) || (ps == LOAD_PARITY) || (ps == FIFO_FULL_STATE) || (ps == LOAD_AFTER_FULL) ||
               (ps == WAIT_TILL_EMPTY) || (ps == CHECK_PARITY_ERROR)) ? 1:0;
assign write_enb_reg = ((ps == LOAD_DATA) || (ps == LOAD_PARITY) || (ps == LOAD_AFTER_FULL)) ? 1:0;		   
assign detect_add = (ps == DECODE_ADDRESS) ? 1:0;
assign lfd_state = (ps == LOAD_FIRST_DATA) ? 1:0;
assign ld_state = (ps == LOAD_DATA) ? 1:0;
assign full_state = (ps == FIFO_FULL_STATE) ? 1:0;
assign laf_state = (ps == LOAD_AFTER_FULL) ? 1:0;
assign rst_int_reg = (ps == CHECK_PARITY_ERROR) ? 1:0;
endmodule
module router_register(input clock,resetn,pkt_valid,fifo_full,rst_int_reg,detect_add,ld_state,laf_state,full_state,lfd_state,
       input [7:0]data_in,output reg parity_done,low_pkt_valid,err,output reg [7:0]dout);
reg [7:0]header_byte;
reg [7:0]fifo_full_state_byte;
reg [7:0]internal_parity_byte;
reg [7:0]packet_parity_byte;
always @(posedge clock)
 begin 
   if(!resetn)
    begin
	header_byte          = 8'd0;
    fifo_full_state_byte = 8'd0;
	end
else
 begin
  header_byte = (detect_add && pkt_valid && data_in[1:0] != 2'b11) ? data_in : header_byte;
  fifo_full_state_byte = (ld_state && fifo_full) ? data_in : fifo_full_state_byte;
end
end
always@(posedge clock)
 begin
  if(!resetn)
   packet_parity_byte   = 8'd0;
  else
  packet_parity_byte = ((ld_state && !fifo_full && !pkt_valid) || (laf_state && !pkt_valid && !parity_done)) ? data_in : packet_parity_byte;
 end
always@(posedge clock)
 begin
  if(!resetn)
	internal_parity_byte <= 8'd0;
  else if(detect_add)
	internal_parity_byte <= 8'd0;
  else if(!full_state)
	begin
    if (lfd_state)
    internal_parity_byte <=  internal_parity_byte ^ header_byte;
    else if (ld_state && pkt_valid)
    internal_parity_byte <=  internal_parity_byte ^ data_in; 
end 
  else
	internal_parity_byte <= internal_parity_byte;
    end
always @(posedge clock)
 begin
  if (!resetn)
    parity_done <= 1'b0;
  else if (detect_add)
    parity_done <= 1'b0;
  else
   parity_done <= ((ld_state && !fifo_full && !pkt_valid) || (laf_state && !pkt_valid && !parity_done)) ? 1'b1 : 1'b0;
  end
always @(posedge clock)
 begin
  if(!resetn) 
    dout <= 8'd0;
  else if(lfd_state)
    dout <= header_byte;
  else if(laf_state)
    dout <= fifo_full_state_byte;
  else if (ld_state && !fifo_full)
    dout <= data_in;
  else if(parity_done && (internal_parity_byte == packet_parity_byte))
    dout <= packet_parity_byte;
  else
    dout <= dout;
 end
always @(posedge clock)
 begin
  if(!resetn)
   low_pkt_valid <= 1'b0;
  else if(rst_int_reg)
   low_pkt_valid <= 1'b0;
  else 
   low_pkt_valid <= (!pkt_valid) ? 1'b1 : 1'b0;
 end
always @(posedge clock)
  begin
	if(!resetn)
	  err <= 1'b0;
	else if(parity_done)
	  err <= (packet_parity_byte != internal_parity_byte) ? 1'b1 : 1'b0;
	else
	 err <= 1'b0;
	end
endmodule
module router_sync(input detect_add,write_enb_reg,clock,resetn,empty_0,empty_1,empty_2,full_0,full_1,full_2,
                   read_enb_0,read_enb_1,read_enb_2,input [1:0]data_in,output reg [2:0]write_enb,
                   output reg fifo_full,soft_reset_0,soft_reset_1,soft_reset_2,output vld_out_0,vld_out_1,vld_out_2); 
reg [1:0]temp;
reg [4:0]counter_0,counter_1,counter_2;
parameter FIFO_1 = 2'b00,
          FIFO_2 = 2'b01,
		  FIFO_3 = 2'b10;
always @(posedge clock)
  begin
    if(!resetn)
	   temp <= 2'b00;
	else if(detect_add)
	   temp <= data_in;
	else
		temp <= temp;
  end
always@(*)
	begin
      if(write_enb_reg)
		 begin
		  case(temp)
		   FIFO_1 : write_enb = 3'b001;
		   FIFO_2 : write_enb = 3'b010;
		   FIFO_3 : write_enb = 3'b100;
		  default : write_enb = 3'b000;
		 endcase
		end
		else
		write_enb = 3'b000;
	end
always@(*)
	begin
		case(temp)
		    FIFO_1 : fifo_full = full_0;
			FIFO_2 : fifo_full = full_1;
			FIFO_3 : fifo_full = full_2;
		   default : fifo_full = 1'b0;
		  endcase
	end
always @(posedge clock)
  begin
   if(!resetn)
	begin
     counter_0 <= 5'd0;
     counter_1 <= 5'd0;
     counter_2 <= 5'd0;
     soft_reset_0 <= 1'b0;
     soft_reset_1 <= 1'b0;
     soft_reset_2 <= 1'b0;
    end
   else
    begin
	 if(!empty_0)
	  begin
	  if(!read_enb_0)
	   begin
	   counter_0 <= (counter_0 <= 5'd28) ? counter_0 + 1 : 5'd0;
	   soft_reset_0 <= (counter_0 == 5'd29) ? 1'b1 : 1'b0;
	  end
	  if(read_enb_0)
	   counter_0 <= 5'd0;
	 end
	 if(!empty_1)
	  begin
	  if(!read_enb_1)
	   begin
	   counter_1 <= (counter_1 <= 5'd28) ? counter_1 + 1'b1 : 5'd0;
	   soft_reset_1 <= (counter_1 == 5'd29) ? 1'b1 : 1'b0;
	  end
	  if(read_enb_1)
	   counter_1 <= 5'd0;
	 end
	 if(!empty_2)
	  begin
	  if(!read_enb_2)
	   begin
	   counter_2 <= (counter_2 <= 5'd28) ? counter_2 + 1'b1 : 5'd0;
	   soft_reset_2 <= (counter_2 == 5'd29) ? 1'b1 : 1'b0;
	  end
	  if(read_enb_2)
	   counter_2 <= 5'd0;
	 end
	end
  end
 assign vld_out_0 = ! empty_0;
 assign vld_out_1 = ! empty_1;
 assign vld_out_2 = ! empty_2;
endmodule
module router_top(input clock,resetn,read_enb_0,read_enb_1,read_enb_2,pkt_valid,input [7:0]data_in,
                  output [7:0]data_out_0,data_out_1,data_out_2,output vld_out_0,vld_out_1,vld_out_2,error,busy);
wire [2:0] write_enb;
wire [7:0] dout;
router_fifo FIFO_0(.clock		(clock),
				   .resetn		(resetn),
				   .soft_reset	(soft_reset_0),
				   .write_enb	(write_enb[0]),
				   .read_enb	(read_enb_0),
				   .lfd_state	(lfd_state),
				   .data_in		(dout),
				   .data_out	(data_out_0),
				   .empty		(empty_0),
				   .full		(full_0));
router_fifo FIFO_1(.clock		(clock),
				   .resetn		(resetn),
				   .soft_reset	(soft_reset_1),
				   .write_enb	(write_enb[1]),
				   .read_enb	(read_enb_1),
				   .lfd_state	(lfd_state),
				   .data_in		(dout),
				   .data_out	(data_out_1),
				   .empty		(empty_1),
				   .full		(full_1));
router_fifo FIFO_2(.clock		(clock),
				   .resetn		(resetn),
				   .soft_reset	(soft_reset_2),
				   .write_enb	(write_enb[2]),
				   .read_enb	(read_enb_2),
				   .lfd_state	(lfd_state),
				   .data_in		(dout),
				   .data_out	(data_out_2),
				   .empty		(empty_2),
				   .full		(full_2));
router_fsm FSM(.clock			(clock),
			   .resetn			(resetn),
			   .pkt_valid		(pkt_valid),
			   .low_pkt_valid	(low_pkt_valid),
			   .parity_done 	(parity_done),
			   .soft_reset_0	(soft_reset_0),
			   .soft_reset_1	(soft_reset_1),
			   .soft_reset_2	(soft_reset_2),
			   .fifo_full		(fifo_full),
			   .fifo_empty_0	(empty_0),
			   .fifo_empty_1	(empty_1),
			   .fifo_empty_2	(empty_2),
			   .data_in			(data_in[1:0]),
			   .detect_add		(detect_add),
			   .ld_state		(ld_state),
			   .laf_state		(laf_state),
			   .full_state		(full_state),
			   .write_enb_reg	(write_enb_reg),
			   .rst_int_reg		(rst_int_reg),	   
			   .lfd_state		(lfd_state),
	           .busy			(busy));
router_sync SYNC(.detect_add	(detect_add),
                 .write_enb_reg (write_enb_reg),
			     .clock		    (clock),
				 .resetn		(resetn),
				 .empty_0		(empty_0),
				 .empty_1		(empty_1),
				 .empty_2		(empty_2),
				 .full_0		(full_0),
				 .full_1		(full_1),
				 .full_2		(full_2),		  
				 .read_enb_0	(read_enb_0),
				 .read_enb_1	(read_enb_1),
				 .read_enb_2	(read_enb_2),
	             .data_in		(data_in[1:0]),
				 .write_enb	    (write_enb),
				 .fifo_full	    (fifo_full),
				 .soft_reset_0	(soft_reset_0),
				 .soft_reset_1	(soft_reset_1),
				 .soft_reset_2  (soft_reset_2),
				 .vld_out_0	    (vld_out_0),
				 .vld_out_1	    (vld_out_1),
				 .vld_out_2	    (vld_out_2));
router_register REG(.clock	       (clock),
					.resetn		   (resetn),
				    .pkt_valid	   (pkt_valid),
				    .fifo_full	   (fifo_full),
				    .rst_int_reg   (rst_int_reg),
					.detect_add	   (detect_add),
				    .ld_state	   (ld_state),
					.laf_state	   (laf_state),
					.full_state	   (full_state),
					.lfd_state	   (lfd_state),
					.data_in	   (data_in),								   
					.parity_done   (parity_done),
					.low_pkt_valid (low_pkt_valid),
					.err	       (error),
					.dout		   (dout)); 
endmodule					
```
==> flow_summary.toml <==
# flow metrics
[setup_path]
crit_type = "register to output port"
rrSetupSlack_ps = 320
required_ps = 1840
crit_path_start_kind = "register"
critical_path_arrival_ps = 1750
end_kind = "output port"
path_max_fanout = 5

[pwr]
p_switching_mw = 1.81
power_mw = 5.10
pwr-share-comb_pct = 39.3
p_clk_share_pct = 27.8
powerDensity_mw_per_mm2 = 1040
ir_worst_vdd_uv = 584
pwr-share-seq_pct = 32.9
p_int_mw = 3.29
p_leak_nw = 1.94
switching_share_pct = 35.4

[die]
fp_util_pct = 31.3
die_width_um = 121
io_pins = 43
dieHeight_um = 121
placementRows = 42
dieArea_mm2 = 0.0145
core_area_mm2 = 0.0135

[yosys]
syn-cell-area_mm2 = 0.00421
muxShareOfSynthArea_pct = 6.65
ys_sh_xor_pct = 2.91
async_flop_share_pct = 0
adder_share_pct = 6.24
yosysWarnings = 73
avgSynthCellArea_um2 = 8.48
synth_seq_share_pct = 34.7
top_area_share_pct = 33.3
synthCells = 497
topCellsByArea = "dfxtp_1, mux2i_1, ha_1"
synth.distinct_cells = 66
synth_flops = 72
top_area_cell = "dfxtp_1"
flop_cell = "dfxtp_1"
ys_cells = 497
simple_gate_area_share_pct = 24.0
ys_top_logic_family = "simple AND/OR/NAND/NOR gates"
edf_count = 2
compound_area_share_pct = 15.8
yosys_area_mm2 = 0.00421

[grt]
grt_pass1_wl_um = 14100
grt-ovfl-total = 0
grt.met3_usage_pct = 2.12
grt_max_degree = 49
first_global_vias = 2957
use_met2_pct = 17.3
grt_usage_pct = 11.9
busiest_layer = "met1"
antenna_found_initial = 0
use_met1_pct = 18.9

[sta]
rsz0062_at_grt = "no"
slew_violations = 0
setup_tns_ps = 0
finClkSkew_ps = 4.94
holdWs_ps = 467
period_used_pct = 96.0
layout_setup_ws_ps = 92.2
finalCriticalPeriod_ps = 2210
hold_viol = 0
timing.fmax_ghz = 0.453
finalSetupViolations = 0

[final_layout]
final_area_mm2 = 0.00492
syn_to_final_growth_pct = 16.7
nFillCells = 1365
final_cells = 702
drive_above_1_share_pct = 12.0
utilization_pct = 36.6

[placed_design]
dpl-instance-area_mm2 = 0.00457
place_ws_ps = 93.1
place.gp.congestion = 0.869
place_inst = 686
hpwl_um = 5660
numPortBuffers = 18

[clock_tree]
post-cts-setup-buffers = 0
cts_made_buffers = 9
clock-sinks = 72
path_clk_slew_ps = 60
worstSkewPairLatency_ps = 330
h-tree-depth = 3
root_buffer = "clkbuf_16"
cts_buffer_depth = 2
cts_tree = "built"

[detailed_routing]
wl_per_cell_um = 11.8
n_antenna_cell = 0
vias_per_cell = 4.72
drc_errors = 0
wl_um = 8310
ant_nets = 0
vias = 3310
drtPass1Iterations = 4
drt_iter0_drc = 245

[hold_path]
hold_class = "register to register"

[status]
status = "complete, no violations"

[flow_run]
cap_viol_max_count = 0
warnings = 37
==> Yosys cell counts, types with 3 or more instances <==
library cell  number
nor3b_1            3
nand4_1            6
nor3_1             8
nor4_1             4
nor2_1            29
nand2_1           40
xor2_1             9
buf_2              7
nand2b_1           8
nor2b_1           22
inv_1             23
o22ai_1            3
nand3_1           20
buf_4             25
o21ai_1            3
ha_1              21
mux2i_1           28
o21ai_0           30
nand4b_1           7
nand3b_1           3
a31oi_1            3
clkbuf_1          15
a211oi_1           6
dfxtp_1           70
a21o_1             3
xnor2_1            5
a22oi_1            8
and2_1             6
a21oi_1           28
or3_1             10
==> power groups by stage <==
stage	clock network [mW]	registers (mW)	logic [mW]
6_report	1.42	1.68	2.00
5_1_grt	1.50	1.71	2.27
4_1_cts	1.45	1.67	1.96
==> flip-flops by register name, indices dropped and copies added, names as in the netlist, 2 cells and up <==
signal / count
FSM.ps: 8
REG.header_byte: 8
REG.internal_parity_byte: 8
REG.packet_parity_byte: 8
FIFO_0.fifo_count: 5
FIFO_1.fifo_count: 5
FIFO_2.fifo_count: 5
SYNC.counter_0: 5
SYNC.counter_1: 5
SYNC.counter_2: 5
FSM.addr: 2
SYNC.temp: 2
==> final timing paths <==
kind,from,to,depth (start not counted)
max,FIFO_2.fifo_count[1],vld_out_2,5
min,FSM.ps[5],FSM.ps[3],2
max reg2reg,FSM.ps[2],FIFO_0.fifo_count[3],9
min reg2reg,FSM.ps[5],FSM.ps[3],2
==> kinds of logic (layout without fill, tap and decap cells) <==
kind of cell               Yosys count  after routing
other                                1             24
buffers and inverters               75             81
DFF                                 72             72
and+or+nand+nor                    180            180
adders and majority gates           21             21
AOI/OAI and AO/OA                  106            106
xor gates and xnor gates            14             14
muxes                               28             28
==> critical path, stage by stage (launching register included) <==
cell,delay [ps]
dfxtp_2,340
inv_1,150
ha_4,180
nor4b_4,230
inv_2,100
clkdlybuf4s50_1,420
==> metal layers <==
layer,part of all wire (%),vias up
met2,42,44
li1,-,1745
met1,54,1514
met4,1.1,0
met5,0,-
met3,3.4,7
==> timing repair <==
action | CTS | global route
setup endpoints to repair | 2 | 4
gates resized | 4 | 8
hold buffers | 0 | 0
==> cell type report <==
| class | instances | area [µm²] | area share, % |
|---|---|---|---|
| clock buffers | 10 | 239 | 4.86 |
| inverters | 25 | 93.8 | 1.91 |
| well taps | 176 | 220 | 4.48 |
| clock inverters | 6 | 66.3 | 1.35 |
| flip-flops and latches | 72 | 1470 | 29.8 |
| multi-input cells | 373 | 2470 | 50.3 |
| repair buffers | 40 | 358 | 7.28 |
==> cells in the final DEF, fill, tap and decap left out, drive strengths merged, types with 2 or more instances in the layout <==
cell type / instances
a22oi: 8
nor2b: 22
nand2b: 8
nor4b: 3
or2: 2
a21boi: 4
nand2: 40
and3: 2
nand4: 6
a21o: 3
inv: 27
nand3: 20
and2: 6
clkinv: 2
buf: 22
nand3b: 3
o21ai: 33
nor3: 8
a31oi: 3
ha: 21
xnor2: 5
o31ai: 2
o22ai: 3
mux2i: 28
clkdlybuf4s50: 18
a21oi: 28
nor4: 4
o221a: 2
nor3b: 4
or3: 12
edfxtp: 2
or4b: 2
a211oi: 6
nor2: 29
clkbuf: 10
dfxtp: 70
o21a: 2
nand4b: 7
conb: 24
xor2: 9
Power figures rest on the tool's default switching activity, not on a simulated workload.
